[/design/flow/config.mk]
export PLATFORM = sky130hd
export DESIGN_NAME = IDmux2
export DESIGN_NICKNAME = IDmux2
export VERILOG_FILES = /design/flow/design.v
export SDC_FILE = /design/flow/constraint.sdc
export NUM_CORES = 4
export LEC_CHECK = 1
export CORE_AREA = 10 10 73 73
export DIE_AREA = 0 0 83 83
[/design/flow/constraint.sdc]
current_design IDmux2

set clk_period 1.5
set clk_io_pct 0.2

create_clock -name clk0 -period $clk_period

set non_clock_inputs [all_inputs -no_clocks]
set_input_delay [expr $clk_period * $clk_io_pct] -clock clk0 $non_clock_inputs
set_output_delay [expr $clk_period * $clk_io_pct] -clock clk0 [all_outputs]
[/design/flow/design.v]
`timescale 1ns / 1ps
module PCreg(input [7:0] addOut, input clk, input start, output reg [7:0] pc);
    initial
        begin
            pc <= 8'b01100100;
        end
    always @ (posedge clk)
        begin
            if (start == 1) 
                begin
                    pc <= 8'b01100100;
            end
            else 
                begin
                    pc <= addOut;
            end
        end
endmodule
module IFAdder(input [7:0] pc, output reg [7:0] addOut);
    initial
        begin
            addOut <= 8'b01100100;
        end
    always @ (*)
        begin
            addOut <= pc + 8'b00000100;
        end
endmodule
module PCMemory(input [7:0] pc, output reg [31:00] pcOut);
    reg [31:00] IM [0:511];
    initial 
        begin
            IM[100] = 32'b10001100001000100000000000000000;
            IM[104] = 32'b10001100001000110000000000000100;
            IM[108] = 32'b10001100001001000000000000001000;
            IM[112] = 32'b10001100001001010000000000001100;
        end
    always @ (*)
        begin
            pcOut <= IM[pc];
        end
endmodule
module IFIDreg(input [31:00] pcOut, input clk, output reg [31:00] IFIDregOut);
    always @ (posedge clk)
        begin
            IFIDregOut <= pcOut;
    end
endmodule
module IDControl(input [31:00] IFIDregOut, input mrn, input mm2reg, input mwreg, input em2reg, input ewreg, input ewr, output reg regrt, output reg wreg, output reg m2reg, output reg wmem, output reg aluimm, output reg [3:0] aluc, output reg [1:0] fwdb, output reg [1:0] fwda);
    reg [5:0] op;
    reg [5:0] func;
    reg [4:0] rs;
    reg [4:0] rt;
    reg [4:0] rd;
    always @ (*)
        begin
            op <= IFIDregOut[31:26];
            func <= IFIDregOut[5:0];
            rd <= IFIDregOut[15:11];
            rs <= IFIDregOut[25:21];
            rt <= IFIDregOut[20:16];
            if ((ewr) && (rd != 0) && (rd == rs))
                begin
                    fwda <= 10;
                    fwdb <= 10;
            end
            else if ((ewr) && (rd != 0) && (rd == rt))
                begin
                    fwda <= 01;
                    fwdb <= 01;
            end
            else
                begin
                    fwda <= 00;
                    fwdb <= 00;
            end                
            if(op == 6'b000000) 
                begin
                    case(func)
                        6'b100000: begin
                            regrt = 0; wreg = 1; m2reg = 0; wmem = 0; aluimm = 0; aluc = 4'b0010;
                        end
                        6'b100010: begin
                            regrt = 0; wreg = 1; m2reg = 0; wmem = 0; aluimm = 0; aluc = 4'b0110;
                        end
                        6'b100100: begin
                            regrt = 0; wreg = 1; m2reg = 0; wmem = 0; aluimm = 0; aluc = 4'b0000;
                        end
                        6'b100101: begin
                            regrt = 0; wreg = 1; m2reg = 0; wmem = 0; aluimm = 0; aluc = 4'b0011;
                        end
                        6'b000000: begin
                        end
                        6'b000010: begin
                        end
                        6'b000011: begin
                        end
                        6'b001000: begin
                        end
                    endcase
               end
            else if (op == 6'b100011) 
                begin
                    regrt = 1; wreg = 1; m2reg = 1; wmem = 0; aluimm = 1; aluc = 4'b0010;
                end
        end
endmodule
module IDmux(input [31:00] IFIDregOut, input regrt, output reg [4:0] wr);
    reg [4:0] rd;
    reg [4:0] rt;
    always @ (*)
        begin
            rd <= IFIDregOut[15:11];
            rt <= IFIDregOut[20:16];
            if (regrt == 1)
                begin
                    wr <= rt;
            end
            else
                begin
                    wr <= rd;
            end
    end
endmodule
module IDmux2(input [31:00] IFIDregOut, input [4:0] qa, input [31:00] rALU, input [31:00] mrALU, input [31:00] mdo, input fwda, output reg [31:00] fqa);
    reg [31:00] qqa;
    reg [4:0] rd;
    always @ (*)
        begin
            rd <= IFIDregOut[15:11];
            if(qa)
                begin
                qqa = {27'b000000000000000000000000000,qa[4:0]};
            end
            else
                begin
                qqa = {27'b000000000000000000000000000,rd};
            end
            if (fwda == 0)
                begin
                    fqa <= qqa;
            end
            else if (fwda == 1)
                begin
                    fqa <= rALU;
            end
            else if (fwda == 2)
                begin
                    fqa <= mrALU;
            end
             else if(fwda == 3)
                begin
                    fqa <= mdo;
            end
    end  
endmodule
module IDmux3(input [31:00] IFIDregOut, input [4:0] qb, input [31:00] rALU, input [31:00] mrALU, input [31:00] mdo, input fwdb, output reg [31:00] fqb);
    reg [31:00] qqb;
    reg [4:0] rt;
    always @ (*)
        begin
            rt <= IFIDregOut[20:16];
            if(qb)
                begin
                    qqb = {27'b000000000000000000000000000,qb[4:0]};
            end
            else
                begin
                    qqb = {27'b000000000000000000000000000,rt};
            end
            if (fwdb == 0)
                begin
                    fqb <= qqb;
            end
            else if (fwdb == 1)
                begin
                    fqb <= rALU;
            end
            else if (fwdb == 2)
                begin
                    fqb <= mrALU;
            end
             else if(fwdb == 3)
                begin
                    fqb <= mdo;
            end
    end  
endmodule
module IDsignExt(input [31:00] IFIDregOut, output reg [31:00] extend);
    always @ (*)
        begin
            extend[31:00] = {15'b000000000000000,IFIDregOut[15:00]};
    end  
endmodule
module IDEXEreg(input clk, input wreg, input m2reg, input wmem, input [3:0] aluc, input aluimm, input [4:0] wr, input [31:00] fqa, input [4:0] fqb, input [31:00] extend, output reg ewreg, output reg em2reg, output reg ewmem, output reg [3:0] ealuc, output reg ealuimm, output reg [4:0] ewr, output reg [4:0] eqa, output reg [4:0] eqb, output reg [31:00] eextend);
    always @ (posedge clk)
            begin
                ewreg <= wreg;
                em2reg <= m2reg;
                ewmem <= wmem;
                ealuc <= aluc;
                ealuimm <= aluimm;
                ewr <= wr;
                eqa <= fqa;
                eqb <= fqb;
                eextend <= extend;
        end
endmodule
module EXEmux(input [31:00] eqb, input [31:00] eextend, input ealuimm, output reg [31:00] bALU);
    always @ (*)
        begin
            if (ealuimm == 1)
                begin
                    bALU <= eextend;
            end
            else
                begin
                    bALU <= eqb;
            end
        end
endmodule
module EXEaluc(input [31:00] eqa, input [31:00] bALU, input [3:0] ealuc, output reg [31:00] rALU);
    reg [31:00] aALU;
    always @ (*)
        begin
            aALU <= eqa;
            if (ealuc == 4'b0000)
                begin
                    rALU <= aALU & bALU;
            end
            else if (ealuc == 4'b0001)
                begin
                    rALU <= aALU | bALU;
            end
            else if (ealuc == 4'b0010)
                begin
                    rALU <= aALU + bALU;
            end
            else if (ealuc == 4'b0010)
                begin
                    rALU <= aALU - bALU;
            end
            else if (ealuc == 4'b0010)
                begin
                    rALU <= aALU < bALU;
            end
            else if (ealuc == 4'b0010)
                begin
                    rALU <= ~(aALU | bALU);
            end
        end
endmodule
module EXEMEMreg(input clk, input ewreg, input em2reg, input ewmem, input [4:0] ewr, input [31:00] eqb, input [31:00] rALU, output reg mwreg, output reg mm2reg, output reg mwmem, output reg [4:0] mwr, output reg [31:00] mqb, output reg [31:00] mrALU);
    always @ (posedge clk)
            begin
                mwreg <= ewreg;
                mm2reg <= em2reg;
                mwmem <= ewmem;
                mwr <= ewr;
                mqb <= eqb;
                mrALU <= (rALU - 1'b1);
        end
endmodule
module MEMdata(input mwmem, input [31:00] mrALU, input [31:00] mqb, output reg [31:00] mdo);
    reg [31:00] di;
    reg [31:00] dm [128:000];
    initial
        begin
            dm[0] = 'h00000000;
            dm[4] = 'hA00000AA;
            dm[8] = 'h10000011;
            dm[12] = 'h20000022;
            dm[16] = 'h30000033;
            dm[20] = 'h40000044;
            dm[24] = 'h50000055;
            dm[28] = 'h60000066;
            dm[32] = 'h70000077;
            dm[36] = 'h80000088;
            dm[40] = 'h90000099;
    end
    always @ (*)
        begin
            di <= mqb;
            if (mwmem == 0)
                begin
                    mdo <= dm[mrALU];
            end
            mdo <= dm[mrALU];
            if (mwmem == 1)
                begin
                    dm[di] = dm[mrALU];
            end
    end
endmodule
module MEMWBreg(input clk, input mwreg, input mm2reg, input [4:0] mwr, input [31:00] mrALU, input [31:00] mdo, output reg wwreg, output reg wm2reg, output reg [4:0] wwr, output reg [31:00] wrALU, output reg [31:00] wdo);
    always @ (posedge clk)
            begin
                wwreg <= mwreg;
                wm2reg <= mm2reg;
                wwr <= mwr;
                wrALU <= mrALU;
                wdo <= mdo;
        end
endmodule
module WBmux(input [31:00] wrALU, input [31:00] wdo, input wm2reg, output reg [31:00] d);
    always @ (*)
        begin
            if (wm2reg == 0)
                begin
                    d <= wrALU;
            end
            else
                begin 
                    d <= wdo;
            end
    end
endmodule
module IDregFile(input clk, input wwreg, input [31:00] wrALU, input [31:00] d, input [31:00] IFIDregOut, output reg [4:0] qa, output reg [4:0] qb);
    reg [4:0] rs;
    reg [4:0] rt;
    reg [31:00] rf [31:00];
    initial
        begin
            rf[0] = 'h00000000;
            rf[1] = 'hA00000AA;
            rf[2] = 'h10000011;
            rf[3] = 'h20000022;    
            rf[4] = 'h30000033;
            rf[5] = 'h40000044;
            rf[6] = 'h50000055;
            rf[7] = 'h60000066;
            rf[8] = 'h70000077;
            rf[9] = 'h80000088;
            rf[10] = 'h90000099;
    end
    always @ (clk == 0)
        begin
            rs <= IFIDregOut[25:21];
            rt <= IFIDregOut[20:16];
            if (wwreg == 1) 
                begin
                    rf[wwreg] = d;
            end
            qa <= rs;
            qb <= rt;
    end
endmodule
[/design/flow/run.sh]
#!/bin/bash
# OpenROAD 26Q1-2900-gdf79404cd8, Yosys 0.63+post, stock flow scripts
make -C /OpenROAD-flow-scripts/flow DESIGN_CONFIG=/design/flow/config.mk WORK_HOME=/design/flow/orfs finish
==> metrics.cfg <==
[outcome]
status=finished with violations
violations=setup timing

[power_and_ir_drop]
p_leak_uw=0.000589
total_power_uw=270
seq_power_share_pct=0
irDropWorstVdd_mv=0.109
power_frac_clock_pct=0
p_sw_uw=67.0
swShare_pct=24.8
p_int_uw=203
power_frac_comb_pct=100.0
power_density_mw_per_mm2=222

[layout]
nClkBuffers=0
area_growth_pct=285
logic_area_um2=363
regArea_um2=0
utilization_pct=32.5
flops=0
fillers=401
drive_gt1_share_pct=23.2

[timing]
slew_headroom_pct=86.7
fmax_mhz=652
fin_ws_ps=-33.1
hold_viol=0
rsz0062_at_grt=yes
fin_tns_setup_ps=-88.4
setup_violations=3
final_max_slew_viol_count=0
fin_crit_ps=1530
fin_crit_sh_pct=102
worst_slew_pin_slew_ps=198

[detailed_routing]
detail_route.wl_per_cell_um=14.2
drc=0
antennaDiodeCount=0
drt_first_iter_violations=6
wl_um=2460
postRouteAntennaNets=0
routed_via_density=3.66
firstDrtPassIters=2
vias=633

[logic_synthesis]
syn_area_um2=317
ys_warn_count=1
syn_avg_cell_area_um2=6.88
netlist_top_cells_count=and2_1, a31o_2, mux2_2
yosys.cell_types.count=12
synthCells=46
ys_area_um2=317
top_cell=and2_1
post-synth-top-area-cell=and2_1
yosysSeqAreaShare_pct=0
yosys-top-cells-area=and2_1, mux2_2, a31o_2, mux2i_1, nand2b_1
yosysTopAreaCellShare_pct=53.4
ys_cells=46

[floorplan]
die-height_um=83
fp-utilization_pct=8.46
core_area_mm2=0.00374
io_pins=166
die-width_um=83
num_rows=22
die_area_mm2=0.00689

[placed_design]
place_hpwl_um=2190
port_buffers=75
gp_routability_congestion=0.786

[global_route]
grt_pass1_wl_um=3870
antenna_found_initial=0
global_route.usage.total_pct=6.54
grt_max_degree=16
grt_overflow=0
grt_pass1_vias=690

[setup_path]
start_kind=input port
crit_path_end_kind=primary output
cp_top_family=buffers and inverters
path_common_cell=buf_6
cp_data_required_time_ps=1200
cp_max_fo=2
crit_arrival_ps=1230
worstPathCellList=buf_8, buf_6, nor4_4, buf_4, buf_6, a31o_4, buf_6
path_class=input port to primary output
critPathSlowestCell=nor4_4
worst-path-buf-inv=5
slowest_delay_ps=260

[clocking]
holdBufCountCts=0

[hold_path]
worstHoldPathType=input port to primary output

[flow_run]
stage_log_warnings=125
maxCapViolations=0

-- timing repair --
item	CTS	global route
setup buffers	3	0
endpoints found under the setup margin	32	4
gates resized	85	7
pin swaps	11	0
-- tightest hold or removal path: cells and delay by family --
family,cells,cell delay (ps)
compound gates,1,50
buf+inv,2,170
simple gates,1,130
-- metal layers --
| metal | global-route usage [%] | routed length (µm) | vias to the layer above |
|---|---|---|---|
| li1 | - | - | 310 |
| met1 | 7.92 | 1000 | 281 |
| met2 | 11.0 | 1150 | 42 |
| met3 | 2.95 | 309 | 0 |
| met4 | 0 | 0 | 0 |
| met5 | 0 | 0 | - |
-- final timing paths --
check   from  endpoint  depth (start not counted)  slack (ps)
min    qa[0]    fqa[4]                          4         950
max    qa[0]    fqa[0]                          7         -30
-- metrics by stage --
step                      setup slack (ps)  std cells  cell area [µm²]  hold WS (ps)
after floorplan                        175         46              317           675
after global placement                -748        170             1140          1530
after CTS                            -35.5        173             1190           951
after detailed placement              -835        170             1140          1520
after global routing                 -71.4        173             1220           968
final                                -33.1        173             1220           952
-- cell usage in the layout, fill, tap and decap left out, drive strengths merged --
master         Yosys  layout
clkdlybuf4s50      0      34
dlygate4sd2        0      31
and2              27      27
buf                2      17
mux2               3       3
a31o               3       3
nand2b             2       2
mux2i              2       2
o21ai              2       2
or4                1       1
nor4               1       1
nor2               1       1
dlymetal6s2s       0       1
-- power by group through the flow --
stage / registers [µW] / clock network, µW / logic [µW]
6_report: 0 / 0 / 270
5_1_grt: 0 / 0 / 295
4_1_cts: 0 / 0 / 268
-- cells by family (layout without fill, tap and decap cells) --
kind of cell,after synthesis,count (layout),synth area share (%)
AND-OR/OR-AND,5,5,11.5
buffers and inverters,4,83,7.51
multiplexers,5,5,17.0
AND/OR/NAND/NOR,32,32,64.0
-- final cells by class --
class	count	area share [%]
timing repair buffer	83	65.3
tap	48	4.93
multi-input combinational	42	29.8
Power is estimated from default activity; no workload was simulated.
